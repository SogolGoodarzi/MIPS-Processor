==> ./design.v <==
module PC (clk , next_PC , out_PC);
	input clk;
	input [31:0] next_PC;
	output reg[31:0] out_PC;
	always@(posedge clk) begin 
		out_PC <= next_PC;
	end
endmodule
==> ./run.sh <==
#!/bin/bash
# OpenROAD 26Q1-2900-gdf79404cd8, Yosys 0.63+post, stock flow scripts
make -C /OpenROAD-flow-scripts/flow DESIGN_CONFIG=/design/flow/config.mk WORK_HOME=/design/flow/orfs finish
==> ./config.mk <==
export PLATFORM = sky130hd
export DESIGN_NAME = PC
export DESIGN_NICKNAME = PC
export VERILOG_FILES = /design/flow/design.v
export SDC_FILE = /design/flow/constraint.sdc
export NUM_CORES = 4
export LEC_CHECK = 1
export CORE_AREA = 10 10 91 91
export DIE_AREA = 0 0 101 101
==> ./constraint.sdc <==
current_design PC

set clk_period 1.0
set clk_io_pct 0.2

create_clock -name clk0 -period $clk_period [get_ports {clk}]

set non_clock_inputs [all_inputs -no_clocks]
set_input_delay [expr $clk_period * $clk_io_pct] -clock clk0 $non_clock_inputs
set_output_delay [expr $clk_period * $clk_io_pct] -clock clk0 [all_outputs]
==> run summary <==
yosys + openroad results -> count of antenna-violating nets left after detailed routing 0, Worst VDD drop 0.749 mV, Post-Place Setup Slack -8.14 ps, Post-Syn Instances 32, drt first-iter violations 0, Peak Freq 1050 MHz, Vias/cell 2.69, # port buffers 64, ANT cells 0, CP Capture Type primary output, die area 10,200 sq um, Post-route DRC 0, maxcap violations 0, Logic Gate Count 0, crit-path max cell delay 310 ps, worst path bufs/invs 1, Met3 Routed Length 427 microns, Clock Path Buffers 2, CTS sink count 32, Overflow after GRT 0, Power, Total 2780 uW, pwr/cell area 2000 nW/um^2, Final Hold Viols 0, via count 486, CTS tree built, Pre-Repair DR Iteration Count 1, worst path cell trace clkdlybuf4s15_1, logic area 0 sq um, library cells used by synthesis 1, Slew Viols, Final 0, Worst Hold Path Cells 1, Worst-Margin Slew 73.3 ps, final hold slack 344 ps, crit path max fanout 1, WL/cell 12.5 microns, GPL Wtd Cong 0.704, RSZ-0062 raised after global routing false, Post-Syn Area 641 sq um, Fillers 675, Rel. slew slack 0.951, status finished clean, largest net degree at the start of global routing 12, min-delay src next_PC[18], hold_buf cts 0, Synth Warn # 1, worst path arrival time 760 ps, M1 wire length 694 microns, clock slew at reported path FFs 70 ps, OpenROAD warning count 25, initial antenna violation count 0, Die Height 101 microns, Most flops, register out_PC, Worst Hold End out_PC[18], synthesis area per yosys 641 sq um, Final setup viols 0, Total GRT Usage 0.0428, DIE WIDTH 101 microns, yosys cell count 32, IO Pins 65, Largest delay share family, worst path flip-flops, Detailed Route WL 2.26 mm, top sig layer met4, first-pass GRT wire length 3.28 mm, final worst-path setup slack 44.8 ps, Registers, synthesis 32, crit share post-route 0.955, area grow syn2layout 117%, initial core utilization 0.101, syn avg cell area 20.0 sq um, H-tree levels 2, clock root buffer clkbuf_8, cell at the slowest stage of the critical path dfxtp_1, biggest regs out_PC (32), Tmin final 955 ps, share of layout cells above drive strength 1 0.433, leak pwr 0.000585 uW, Num CTS Buffers 5, kind of critical path reg2out, core box area 6350 sq um, Crit path required time 800 ps, FP Rows 29, routed length on met2 1.10 mm, number of flip-flops under the largest register name 32, register area share after synthesis 1.00, Setup crit start kind flip-flop, number of global-route vias before repair 543, Hold Crit Class in2reg
worst max-delay path by stage:
stage | slack, ps | cells after the start | from | end
after CTS | 2 | 1 | out_PC[23] | out_PC[23]
after global routing | 1 | 1 | out_PC[13] | out_PC[13]
final | 40 | 1 | out_PC[0] | out_PC[0]
area by class of cell:
class / count / area, sq um / share of cell area
flip-flops and latches: 32 / 658 / 0.473
repair buffers: 64 / 526 / 0.378
well taps: 77 / 96.3 / 0.0692
clock buffers: 5 / 68.8 / 0.0495
clock inverters: 3 / 42.5 / 0.0306
routing by layer:
| layer | track usage | vias up |
|---|---|---|
| li1 | - | 237 |
| met1 | 0.0404 | 208 |
| met2 | 0.0698 | 36 |
| met3 | 0.0374 | 5 |
| met4 | 0.00750 | 0 |
| met5 | 0 | - |
synth_stat cells:
library cell / n / area [sq um]
dfxtp_1: 32 / 641
power breakdown:
| part | internal, uW | leakage (uW) | total (uW) | switching (uW) |
|---|---|---|---|---|
| clock network | 737 | 0.0000541 | 1230 | 493 |
| registers | 1350 | 0.000270 | 1360 | 15.2 |
| logic | 158 | 0.000261 | 185 | 26.5 |
| total | 2240 | 0.000585 | 2780 | 535 |
through the flow:
step                      utilization  std cells  setup TNS (ps)  instance area, sq um
after floorplan                     -         32               0                   641
after global placement          0.217        173               0                  1380
after detailed placement        0.217        173           -8.14                  1380
after CTS                       0.233        181               0                  1480
after global routing            0.219        181               0                  1390
final                           0.219        181               0                  1390
timing repair:
| item | in CTS | in global routing |
|---|---|---|
| endpoints found under the setup margin | 32 | 20 |
| gates resized | 72 | 32 |
| setup buffers | 0 | 0 |
cell usage in the layout (no fill, tap or decap):
cell type	instances
buf_2	3
bufinv_16	1
clkbuf_2	20
clkbuf_8	5
clkdlybuf4s15_1	9
clkdlybuf4s50_1	32
clkinv_2	1
clkinvlp_4	1
dfxtp_1	18
dfxtp_2	14
cells by family after synthesis:
group	Yosys count	share of synthesized area
flip-flops	32	1.00
Power is estimated from default activity; no workload was simulated.
